==> flow/design.v <==
module hex_decoder(c, display);
	input [0:3] c;
	wire [0:3] d;
	assign d[0] = c[3];
	assign d[1] = c[2];
	assign d[2] = c[1];
	assign d[3] = c[0];
	output [0:6] display;
	eqn0 e0(d, display[6]); 
	eqn1 e1(d, display[5]); 
	eqn2 e2(d, display[4]); 
	eqn3 e3(d, display[3]); 
	eqn4 e4(d, display[2]); 
	eqn5 e5(d, display[1]); 
	eqn6 e6(d, display[0]); 
endmodule
module eqn0(c, out);
	input [0:3] c;
	output out;
	assign out = ~((c[3]|c[2]|c[1]|~c[0]) & (c[3]|~c[2]|c[1]|c[0]) & (~c[3]|c[2]|~c[1]|~c[0]) & (~c[3]|~c[2]|c[1]|~c[0]));
endmodule
module eqn1(c, out);
	input [0:3] c;
	output out;
	assign out = ~((c[3]|~c[2]|c[1]|~c[0]) & (c[3]|~c[2]|~c[1]|c[0]) & (~c[3]|c[2]|~c[1]|~c[0]) & (~c[3]|~c[2]|c[1]|c[0]) & (~c[3]|~c[2]|~c[1]|c[0]) & (~c[3]|~c[2]|~c[1]|~c[0]));
endmodule
module eqn2(c, out);
	input [0:3] c;
	output out;
	assign out = ~((c[3]|c[2]|~c[1]|c[0]) & (~c[3]|~c[2]|c[1]|c[0]) & (~c[3]|~c[2]|~c[1]|c[0]) & (~c[3]|~c[2]|~c[1]|~c[0]));
endmodule
module eqn3(c, out);
	input [0:3] c;
	output out;
	assign out = ~((c[3]|c[2]|c[1]|~c[0]) & (c[3]|~c[2]|c[1]|c[0]) & (c[3]|~c[2]|~c[1]|~c[0]) & (~c[3]|c[2]|~c[1]|c[0]) & (~c[3]|~c[2]|~c[1]|~c[0]));
endmodule
module eqn4(c, out);
	input [0:3] c;
	output out;
	assign out = ~((c[3]|c[2]|c[1]|~c[0]) & (c[3]|c[2]|~c[1]|~c[0]) & (c[3]|~c[2]|c[1]|c[0]) & (c[3]|~c[2]|c[1]|~c[0]) & (c[3]|~c[2]|~c[1]|~c[0]) & (~c[3]|c[2]|c[1]|~c[0]));
endmodule
module eqn5(c, out);
	input [0:3] c;
	output out;
	assign out = ~((c[3]|c[2]|c[1]|~c[0]) & (c[3]|c[2]|~c[1]|c[0]) & (c[3]|c[2]|~c[1]|~c[0]) & (c[3]|~c[2]|~c[1]|~c[0]) & (~c[3]|~c[2]|c[1]|~c[0]));
endmodule
module eqn6(c, out);
	input [0:3] c;
	output out;
	assign out = ~((c[3]|c[2]|c[1]|c[0]) & (c[3]|c[2]|c[1]|~c[0]) & (c[3]|~c[2]|~c[1]|~c[0]) & (~c[3]|~c[2]|c[1]|c[0]));
endmodule
==> flow/run.sh <==
#!/bin/bash
# OpenROAD 26Q1-2900-gdf79404cd8, Yosys 0.63+post, stock flow scripts
make -C /OpenROAD-flow-scripts/flow DESIGN_CONFIG=/design/flow/config.mk WORK_HOME=/design/flow/orfs finish
==> flow/config.mk <==
export PLATFORM = sky130hd
export DESIGN_NAME = hex_decoder
export DESIGN_NICKNAME = hex_decoder
export VERILOG_FILES = /design/flow/design.v
export SDC_FILE = /design/flow/constraint.sdc
export NUM_CORES = 4
export LEC_CHECK = 1
export CORE_AREA = 10 10 70 70
export DIE_AREA = 0 0 80 80
==> flow/constraint.sdc <==
current_design hex_decoder

set clk_period 1.0
set clk_io_pct 0.2

create_clock -name clk0 -period $clk_period

set non_clock_inputs [all_inputs -no_clocks]
set_input_delay [expr $clk_period * $clk_io_pct] -clock clk0 $non_clock_inputs
set_output_delay [expr $clk_period * $clk_io_pct] -clock clk0 [all_outputs]
==> notes.md <==
run metrics: status finished with violations, WL final ~950 um, RSZ-0062 raised after global routing true, placed cells slightly above 90, crit start category primary input, Complex Gates by Area just under 30%, Die Width around 80 um, cells in synth_stat.txt approximately 40, Post-Place Worst Slack -1.01 ns, area grow syn2layout 104%, final worst setup slack -0.201 ns, failing checks setup timing, vias in the first global route 338, final HPWL from detailed placement ~660 um, register area share after synthesis 0%, fin cells 101, initial antenna violation count 0, largest net degree at the start of global routing 8, Adder-Cell Fraction of Synth Area 0%, Setup CP Type primary input to output port, yosys simple share between 30 and 40%, clock buf count 0, transition time of the tightest slew-check pin between 0.1 and 0.15 ns, Ant. Diodes 0, post-route ant nets 0, multi-input gate area in the final layout 243 sq um, GRT Resource Usage Total about 2.9%, top comb family, area simple AND/OR/NAND/NOR gates, Pwr Density 398 nW/um^2, Slew Viols, Final 0, Boundary Pins 11, Log Warnings 35, fmax 833 MHz, Pre-antenna DRT Iters 4, die area roughly 6400 sq um, register area 0 sq um, grt ovf 0, worst min-delay path class primary input to output port, WL/cell about 9.4 um, Mapped Cells ~40, XOR Share, Synth 0%, minimum clock period 1.20 ns, Synth mux share 0%, required time of the critical path around 0.8 ns, IO buf count 11, YS chip area roughly 260 sq um, final core utilization between 10% and 20%, drt initial violations 26, sequential cells 0, VDD IR max between 60 and 70 uV, largest fanout on the critical path 3, cycle use final 120%, maxcap violations 0, leakage power approximately 0.24 nW, Synth cell types 21, DRC Markers 0, Syn Std Cell Area about 260 sq um, dpl cell area about 400 sq um, Yosys warnings 0, Cells on Worst Hold Path 4, first-pass GRT wire length approximately 1.6 mm, post-synthesis area per instance ~6.5 sq um, count of final setup violators 7, DIE HEIGHT ~80 um, gpl congestion 0.749, CORE AREA between 3000 and 4000 sq um, WP data arrival approximately 1.0 ns, Hold Violations, Final 0, relative slew slack 91.5%, # hold bufs at CTS 0, Setup crit end kind output port, layout cells sized above 1 between 70% and 80%, FP Rows 21, vias approximately 330, Vias/cell approximately 3.2, Hold Worst Slack ~0.75 ns, initial core utilization around 7.6%, Final Cell Area between 500 and 600 sq um, # fillers 383
[layer usage]
metal  vias up  global-route usage (%)  routed length, um
met4         0                   0.176                  0
met3         0                    1.02                 64
met2         6                    4.74                435
li1        166                       -                  -
met5         -                       0                  0
met1       154                    3.76                452
[area by class of cell]
type	instances	share of cell area, %
inverter	1	0.706
multi-input combinational	28	45.6
tap	46	10.8
timing repair buffer	26	42.8
[path summary, 6_finish.rpt]
path	startpoint	end	slack, ns
worst min-delay path	c[1]	display[4]	0.75
worst max-delay path	c[1]	display[4]	-0.20
[worst max-delay path, stage by stage]
cell,delay (ns)
buf_8,0.10
or4b_4,0.52
o211ai_2,0.07
buf_2,0.11
[synthesized netlist by cell type]
library cell | number | share of area (%)
inv_1 | 1 | 1.4
o21ai_1 | 1 | 1.9
a21oi_1 | 2 | 3.8
nand4b_1 | 2 | 6.7
nand3_1 | 2 | 3.8
o22ai_1 | 2 | 4.8
nand2b_1 | 3 | 7.2
buf_2 | 2 | 3.8
buf_4 | 7 | 20
buf_6 | 1 | 4.3
nand3b_1 | 1 | 2.9
a22o_1 | 2 | 6.7
o211ai_2 | 1 | 4.8
o21ai_0 | 2 | 3.8
nor2b_1 | 1 | 2.4
or2b_1 | 1 | 2.9
nor2_1 | 1 | 1.4
clkbuf_1 | 1 | 1.4
or4b_4 | 1 | 5.3
o21a_1 | 1 | 2.9
nand2_1 | 5 | 7.2
[per-stage QoR]
| stage | setup TNS, ns | power [mW] |
|---|---|---|
| 6_report | -0.928 | 0.212 |
| 5_1_grt | -1.24 | 0.230 |
| 4_1_cts | -1.00 | 0.201 |
| 3_5_place_dp | -6.83 | 0.159 |
| 3_3_place_gp | -6.75 | 0.159 |
| 2_1_floorplan | -0.316 | 0.105 |
[logic make-up after synthesis]
kind of cell,after synthesis
AND/OR/NAND/NOR,17
AND-OR/OR-AND,11
buffers and inverters,12
[what timing repair did]
action / in CTS / in global routing
setup endpoints to repair: 7 / 7
setup buffers: 7 / 0
gates resized: 64 / 6
pin swaps: 11 / 5
gates cloned: 1 / 0
[layout by cell type (no fill, tap or decap), types with 2 or more instances in the layout]
master / Yosys / final
a21oi_2: 0 / 2
a22o_1: 2 / 2
buf_2: 2 / 8
buf_4: 7 / 7
buf_6: 1 / 8
buf_8: 0 / 3
nand2_1: 5 / 3
nand2_2: 0 / 2
nand2b_4: 0 / 3
nand3_1: 2 / 2
nand4b_1: 2 / 2
o21ai_1: 1 / 2
[power breakdown]
part | total, mW | switching (mW) | internal (mW)
clock network | 0 | 0 | 0
logic | 0.212 | 0.0830 | 0.129
registers | 0 | 0 | 0
total | 0.212 | 0.0830 | 0.129
Power is estimated from default activity; no workload was simulated.
