`design/flow/config.mk`:
```
export PLATFORM = sky130hd
export DESIGN_NAME = part2
export DESIGN_NICKNAME = part2
export VERILOG_FILES = /design/flow/design.v
export SDC_FILE = /design/flow/constraint.sdc
export NUM_CORES = 4
export LEC_CHECK = 1
export CORE_AREA = 10 10 70 70
export DIE_AREA = 0 0 80 80
```
`design/flow/constraint.sdc`:
```
current_design part2

set clk_period 5.0
set clk_io_pct 0.2

create_clock -name clk0 -period $clk_period

set non_clock_inputs [all_inputs -no_clocks]
set_input_delay [expr $clk_period * $clk_io_pct] -clock clk0 $non_clock_inputs
set_output_delay [expr $clk_period * $clk_io_pct] -clock clk0 [all_outputs]
```
`design/flow/design.v`:
```
module part2 (a, b, c_in, s, c_out);
	input c_in;
	input [3:0] a;
	input [3:0] b;
	output [3:0] s;
	output [3:0] c_out;
	full_adder u0(a[0], b[0], c_in, s[0], c_out[0]);
	full_adder u1(a[1], b[1], c_out[0], s[1], c_out[1]);
	full_adder u2(a[2], b[2], c_out[1], s[2], c_out[2]);
	full_adder u3(a[3], b[3], c_out[2], s[3], c_out[3]);
endmodule 
module full_adder (a, b, c_in, s, c_out);
	input a, b, c_in;
	output c_out, s;
	assign s	= a^b^c_in;
	assign c_out = (a & b)|(a & c_in)|(b & c_in);
endmodule
```
`design/flow/run.sh`:
```
#!/bin/bash
# OpenROAD 26Q1-2900-gdf79404cd8, Yosys 0.63+post, stock flow scripts
make -C /OpenROAD-flow-scripts/flow DESIGN_CONFIG=/design/flow/config.mk WORK_HOME=/design/flow/orfs finish
```
==> results.toml <==
# implementation run metrics
[cells_and_area]
drive_above_1_share_pct = 0
area_growth_syn_to_layout_pct = 94.4
comb_area_um2 = 80.1
fillers = 401
lay_top_count = "clkdlybuf4s50_1"
regArea_um2 = 0
flop-count = 0
utilization_pct = 10.1
lay_top_cells = "17 x clkdlybuf4s50_1, 10 x inv_1, 4 x fa_1"
clkbuf_count = 0
final_area_um2 = 345

[global_routing]
grt_first_pass_wirelength_um = 710
grt_max_degree = 3
antenna_found_initial = 0
grt_pass1_vias = 161
grt_use_total_pct = 1.37
grt_overflow = 0

[pwr]
switching_share_pct = 25.7
powerDensity_nw_per_um2 = 93.3
pwr-share-seq_pct = 0
leakage_nw = 0.149
power.switching_w = 0.00000829
clkPwrFrac_pct = 0
internal_power_w = 0.0000239
pwr-share-comb_pct = 100.0
ir_drop_mv = 0.0235

[critical_path]
crit_path_cell_trace = "clkdlybuf4s50_1, inv_1, fa_1, inv_1, fa_1, fa_1, inv_1, fa_1, inv_1, clkdlybuf4s50_1"
crit_required_ps = 4000
cp_max_fo = 2
cp_slowest_cell = "clkdlybuf4s50_1"
start_kind = "input port"
cp_slowest_stage_delay_ps = 470
end_kind = "output pin"
worst-setup-path-type = "in -> out"
cp.arrival_ps = 3520

[floorplan]
fp-row-count = 21
fp.dieW_um = 80
die.size.y_um = 80
coreArea_um2 = 3420
fp_util_pct = 5.20
num_io_pins = 17
dieArea_um2 = 6400

[route]
ant_nets = 0
antennaDiodeCount = 0
routed_wl_um = 464
via_count = 141
wire_per_inst_um = 6.03
viasPerCell = 1.83
drt_first_pass_iters = 1
drt_first_iter_violations = 0
remaining_drc_errors = 0

[yosys]
seq_area_frac_synth_pct = 0
ys_sh_xor_pct = 0
ys_types = 3
synth_chip_area_um2 = 178
yosys_warnings = 0
synthCells = 22
postSynthAreaPerCell_um2 = 8.08
ys_sh_adder_pct = 45.1
top_cells_by_area = "fa_1 45%, buf_4 34%, inv_1 21%"
logic_family = "buffers and inverters"
ys_cells = 22
yosys.area_share.aoi_pct = 0
synthDominantCellAreaShare_pct = 45.1
ys_sh_mux_pct = 0
syn_area_um2 = 178
netlist.top_cell.by_area = "fa_1"
simple_gate_share_pct = 0

[worst_hold_path]
hold_depth = 5
min_from = "c_in"
min_to = "s[0]"
min_path_type = "in -> out"

[sta]
fmax_mhz = 221
finalHoldViolations = 0
fin_crit_sh_pct = 90.5
slew-limit-headroom_pct = 91.1
worst_pin_slew_ps = 134
rsz0062_at_grt = "false"
fin_ws_ps = 477
period_needed_ps = 4520
setup_viol_count_final = 0
fin_setup_tns_ps = 0
whs_ps = 3030
slew_viol_final = 0

[clocking]
ctsHoldBuffers = 0
post_cts_buffers = 0
ctsResizeCount = 0

[run_status]
outcome = "finished clean"

[placement]
dpl.hpwl_um = 450
io_buffers = 17
post_dp_cell_area_um2 = 345
place.gp.congestion = 0.778
post-place-ws_ps = 421

[flow_run]
tool_warnings = 32
drv_cap = 0
[per-layer routing]
layer	up-vias	wire length [um]	part of all wire, %	global-route usage [%]
li1	66	-	-	-
met1	59	235	51	2.13
met2	16	107	23	1.44
met3	0	121	26	1.02
met4	0	0	0	0
met5	-	0	0	0
[per-stage QoR]
step | cells | power, W
after floorplan | 22 | 0.0000178
after global placement | 77 | 0.0000332
after detailed placement | 77 | 0.0000335
after CTS | 77 | 0.0000337
after global routing | 77 | 0.0000381
final | 77 | 0.0000322
[critical path: cells and delay by family]
kind,cells,cell delay (ps)
buf+inv,6,1150
fa+ha+maj,4,1380
[final cells by class]
class	instances	area share, %
inverters	10	10.9
repair buffers	17	49.3
well taps	46	16.7
multi-input cells	4	23.2
[cells in the mapped netlist, drive strengths merged]
cell type  count
fa             4
inv           10
buf            8
[kinds of logic (layout without fill, tap and decap cells)]
group	count (synthesis)	in the layout
adder cells (fa/ha/maj)	4	4
buffers and inverters	18	27
[power by group through the flow]
stage	registers (W)	logic (W)	clock network, W
after CTS	0	0.0000337	0
final	0	0.0000322	0
after global routing	0	0.0000381	0
[worst max-delay path by stage]
stage | startpoint | to | slack, ps | cells past startpoint
final | a[0] | s[3] | 480 | 10
after global routing | a[0] | s[3] | 290 | 10
after CTS | b[0] | s[3] | 420 | 10
No activity file was given, so power comes from the tool's default toggle rates.
